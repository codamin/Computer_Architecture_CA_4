==> design/flow/design.v <==
`timescale 1ns/1ns
module ALU(aluControl, input1, input2, aluOUT, zero);
  input [2:0]aluControl;
  input signed [31:0] input1;
  input signed [31:0] input2;
  output reg [31:0] aluOUT;
  output reg zero;
  parameter[2:0] add_ = 0, sub_ = 1, and_ = 2, or_ = 3, lt_ = 4;
  always@(input1, input2, aluControl) begin
    case(aluControl)
    add_: aluOUT = input1 + input2;
    sub_: aluOUT = input1 - input2;
    and_: aluOUT = input1 & input2;
    or_: aluOUT = input1 | input2;
    lt_: aluOUT = (input1 < input2) ? {31'b0, 1'b1} : 32'b0;
    default: aluOUT = input1;
    endcase
  end
  assign zero = !aluOUT? 1'b1 : 1'b0;
endmodule
==> design/flow/run.sh <==
#!/bin/bash
# OpenROAD 26Q1-2900-gdf79404cd8, Yosys 0.63+post, stock flow scripts
make -C /OpenROAD-flow-scripts/flow DESIGN_CONFIG=/design/flow/config.mk WORK_HOME=/design/flow/orfs finish
==> design/flow/config.mk <==
export PLATFORM = sky130hd
export DESIGN_NAME = ALU
export DESIGN_NICKNAME = ALU
export VERILOG_FILES = /design/flow/design.v
export SDC_FILE = /design/flow/constraint.sdc
export NUM_CORES = 4
export LEC_CHECK = 1
export CORE_UTILIZATION = 30
==> design/flow/constraint.sdc <==
current_design ALU

set clk_period 17.2
set clk_io_pct 0.2

create_clock -name clk0 -period $clk_period

set non_clock_inputs [all_inputs -no_clocks]
set_input_delay [expr $clk_period * $clk_io_pct] -clock clk0 $non_clock_inputs
set_output_delay [expr $clk_period * $clk_io_pct] -clock clk0 [all_outputs]
==> ci_impl_report.md <==
### Flow metrics

| Metric | Value |
|---|---|
| Top cell type's share of synthesized area | approximately 22% |
| Tool warnings | between 100 and 150 |
| Die Outline Area | about 20,000 µm² |
| PnR worst setup slack | slightly above 5 ns |
| Endpoint, Worst Hold | aluOUT[11] |
| CP Capture Type | primary output |
| Biggest area cells | ha_1 (22%), a21oi_1 (8.6%), nor2_1 (6.3%) |
| Register area | 0 µm² |
| Vias in the first global route | roughly 6,600 |
| Mux share | about 1.8% |
| Inserted Diodes | 0 |
| Gr usage total | a little under a quarter |
| Total core area | 18,900 µm² |
| WP data required | about 14 ns |
| Sequential element share of the synthesized area | 0% |
| AND-OR/OR-AND share of the synthesized area | 39.5% |
| FF+latch count | 0 |
| Die Y | roughly 140 µm |
| Adder Area Share | between 20% and 30% |
| Slew Viols, Final | 0 |
| Largest net degree at the start of global routing | 65 |
| Fmax | ~0.083 GHz |
| # Cells Yosys | ~900 |
| GRT overflow | 0 |
| Final Setup Violations | 0 |
| Synthesis-to-finish area growth | 19.3% |
| Outcome | finished, final reports clean |
| Mapped Avg Cell Area | between 6 and 7 µm² |
| CTS Hold Bufs | 0 |
| Slowest stage delay, CP | around 0.91 ns |
| WL/cell | ~19 µm |
| Synthesized instance count | approximately 900 |
| FP Rows | approximately 50 |
| Post-DP HPWL | between 15,000 and 20,000 µm |
| Logic family by area | AND-OR/OR-AND gates |
| Max Cap Viol | 0 |
| Via/cell ratio | roughly 5.7 |
| Final Hold Viols | 0 |
| Slew @ Worst Pin | just over 0.9 ns |
| I/O Pins | about 100 |
| VDD IR max | roughly 0.011 mV |
| CP max-delay cell | clkdlybuf4s50_1 |
| Initial antenna violation count | 0 |
| Setup bufs post-CTS | 0 |
| Fin crit share | a little over two thirds |
| First-pass GRT wire length | 35,600 µm |
| Synthesis area per yosys | roughly 5900 µm² |
| Hold Startpoint | input1[11] |
| Remaining DRCs | 0 |
| Post-route antenna net violation count | 0 |
| Post-Synth Simple-Gate Area | between 20 and 25% |
| Port bufs | approximately 100 |
| XORs/XNORs by Area | under 10% |
| Unique cell types | around 85 |
| Routed WL | between 20,000 and 25,000 µm |
| Width of the chip | approximately 140 µm |
| Share of cells above drive strength 1 | ~4.4% |
| Cell type with the largest total area | ha_1 |
| Tmin final | 12.11 ns |
| Worst Setup Start Kind | input port |
| RSZ-0062 raised after global routing | no |
| Post-CTS sizing | 0 |
| Crit path max fanout | 25 |
| Worst Hold Class | in2out |
| Drt first pass iters | 5 |
| Routability cong. | slightly below 1 |
| Worst-path cell chain | clkdlybuf4s50_1 > nor2_1 > buf_4 > nand2_1 > buf_4 > o221ai_1 > a21oi_2 > o221ai_2 > or4_1 > or3_1 > or4b_1 > nor4_2 > nand4b_1 > nor4b_2 > clkdlybuf4s50_1 |
| Pre-CTS setup slack | 5.14 ns |
| PD cells | between 30 and 40 nW/µm² |
| Ys Warns | 2 |
| Mapped Area | slightly below 6000 µm² |
| Via count | roughly 7,000 |
| Detailed Route Iter0 Violations | between 500 and 600 |
| Final TNS setup | 0 ns |
| Most frequent logic cell in the layout | ha_1 |
| Leak | 3.04 nW |
| Worst endpoint data arrival time | around 8.7 ns |
| Starting Density | a little under a third |
| Slew margin rel. | between 30 and 40% |
| CLK BUF | 0 |
| Top Layout Cells | ha_1 (105), a21oi_1 (101), clkdlybuf4s50_1 (99) |
| Critical path class | in2out |
| Worst hold stages | 4 |
## layer usage
metal  track usage (%)  vias to the layer above  share of wire, %
met5                 0                        -                 0
met3              3.23                       43               8.2
met1              32.2                     3237                45
li1                  -                     3407                 -
met4              5.89                        0               2.8
met2              35.4                      293                44
## worst max-delay path by stage
stage / start / end / slack (ns)
finish: aluControl[1] / zero / 5.09
global route: aluControl[1] / zero / 4.88
CTS: aluControl[1] / zero / 5.12
## synthesized netlist by cell type, drive strengths merged (16+ instances only)
cell type / count
a21o: 21
ha: 105
a21oi: 103
nand3: 19
nand2: 61
o31ai: 16
nor4: 17
nor2: 99
clkbuf: 43
inv: 95
o21ai: 62
nor3: 26
## power by group
group,switching [mW],internal [mW],total (mW)
logic,0.139,0.0987,0.237
registers,0,0,0
clock network,0,0,0
total,0.139,0.0987,0.237
## kinds of logic after synthesis
family,Yosys count
AOI/OAI and AO/OA,341
and+or+nand+nor,274
buffers and inverters,152
adders and majority gates,107
xor gates and xnor gates,17
muxes,10
## critical path: cells and delay by family
kind                   cells  cell delay, ns
AOI/OAI and AO/OA          3            0.53
buffers and inverters      4            2.01
and+or+nand+nor            8            2.70
## through the flow
| step | hold slack [ns] | utilization (%) | cells | power [mW] | cell area, µm² |
|---|---|---|---|---|---|
| after global routing | 7.98 | 37.0 | 1214 | 0.261 | 6990 |
| after detailed placement | 7.95 | 37.0 | 1214 | 0.233 | 6990 |
| after CTS | 7.96 | 37.0 | 1214 | 0.235 | 6990 |
| final | 7.94 | 37.0 | 1214 | 0.237 | 6990 |
| after global placement | 7.94 | 37.0 | 1214 | 0.234 | 6990 |
| after floorplan | 6.97 | - | 901 | 0.145 | 5860 |
## cell type report
type | instances | area [µm²]
repair buffers | 110 | 1070
fillers | 2084 | 11900
inverters | 95 | 357
multi-input cells | 749 | 5230
well taps | 260 | 325
Power figures rest on the tool's default switching activity, not on a simulated workload.
