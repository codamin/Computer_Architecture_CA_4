<file path="./design.v">
`timescale 1ns/1ns
module PC(clk, rst, parallelIn, out);
  input clk, rst;
  input[15:0] parallelIn;
  output reg[15:0] out;
  always@(posedge clk, posedge rst) begin
    if(rst) out <= 16'b0;
    else out <= parallelIn;
  end
endmodule
</file>
<file path="./constraint.sdc">
current_design PC

set clk_period 1.0
set clk_io_pct 0.2

create_clock -name clk0 -period $clk_period [get_ports {clk}]

set non_clock_inputs [all_inputs -no_clocks]
set_input_delay [expr $clk_period * $clk_io_pct] -clock clk0 $non_clock_inputs
set_output_delay [expr $clk_period * $clk_io_pct] -clock clk0 [all_outputs]
</file>
<file path="./config.mk">
export PLATFORM = sky130hd
export DESIGN_NAME = PC
export DESIGN_NICKNAME = PC
export VERILOG_FILES = /design/flow/design.v
export SDC_FILE = /design/flow/constraint.sdc
export NUM_CORES = 4
export LEC_CHECK = 1
export CORE_AREA = 10 10 78 78
export DIE_AREA = 0 0 88 88
</file>
<file path="./run.sh">
#!/bin/bash
# OpenROAD 26Q1-2900-gdf79404cd8, Yosys 0.63+post, stock flow scripts
make -C /OpenROAD-flow-scripts/flow DESIGN_CONFIG=/design/flow/config.mk WORK_HOME=/design/flow/orfs finish
</file>
==> results_dict.tcl <==
# flow metrics
set metrics [dict create \
    outcome "finished clean" \
    maxCapViolations 0 \
    io_buffers 33 \
    cp.depth 1 \
    grt_pass1_vias 300 \
    ant_nets 0 \
    cts_buffers 3 \
    remaining_drc_errors 0 \
    cp_cell_sequence "clkdlybuf4s15_1" \
    final_area_um2 804.5 \
    worstSetupStartpointType "flop" \
    yosysTopAreaCellShare_pct 99.07 \
    die_width_um 88 \
    synthAdderAreaFrac_pct 0 \
    synthArstFlopShare_pct 100.0 \
    dpl_cell_area_um2 814.5 \
    fin_ws_ps 31.83 \
    period_minus_slack_ps 968.2 \
    drv_slew 0 \
    gp_congestion 0.7154 \
    edf_count 0 \
    synthAoiAreaFrac_pct 0 \
    synthXorXnorAreaFrac_pct 0 \
    worst_ep_arrival_time_ps 770 \
    fp_util_pct 9.155 \
    worst_pin_slew_ps 121.3 \
    hold_viol_final 0 \
    io_pins 34 \
    slowest_delay_ps 350 \
    fmax_mhz 1033 \
    drt_wl_total_um 1325 \
    ys_sh_simple_pct 0 \
    clkPwrFrac_pct 40.5 \
    drive_gt1_share_pct 33.93 \
    criticalPathCategory "reg -> out" \
    cts_root_buf "clkbuf_8" \
    overflow 0 \
    nMultiInputCombCells 0 \
    routed_via_density 2.528 \
    wl_per_cell_um 12.27 \
    syn-cell-area_um2 404.1 \
    p_leak_nw 0.3634 \
    hold-worst-slack_ps 245.9 \
    grt_use_total_pct 3.307 \
    internal_power_mw 1.115 \
    dp_cells 104 \
    core.rowCount 24 \
    max_slew_margin_pct 91.92 \
    topCombFamilyByArea "buffers and inverters" \
    antenna_found_initial 0 \
    p_per_area_nw_per_um2 1678 \
    synth_warnings 1 \
    clkTransAtPathRegs_ps 60 \
    topCellsByArea "dfrtp_1 (99%), inv_1 (0.93%)" \
    required_ps 800 \
    grt_pass1_wl_um 1856 \
    dr.pass1.iters 1 \
    grt_max_degree 10 \
    syn_avg_cell_area_um2 23.77 \
    clockBufferDepth 2 \
    synth_cells 17 \
    yosys.area.top_type "dfrtp_1" \
    dpl.hpwl_um 1182 \
    largest_register_ffs 16 \
    p_sw_share_pct 17.43 \
    common_cells "dfrtp_1 (16), inv_1 (1)" \
    pwr-share-seq_pct 50.9 \
    htree_levels 1 \
    dieArea_um2 7744 \
    fin_crit_sh_pct 96.82 \
    finalSetupViolCount 0 \
    drtIter0Drc 0 \
    largest-register "out" \
    yosys_cells 17 \
    vias 273 \
    clock_sinks 16 \
    die_h_um 88 \
    synthDistinctLibCells 2 \
    comb_area_um2 0 \
    path_delay_family "flip-flops" \
    synth-seq-cells 16 \
    syn2layout_area_growth_pct 99.07 \
    end_kind "output port" \
    ys_area_um2 404.1 \
    crit_slowest_cell "dfrtp_1" \
    combPwrFrac_pct 8.5 \
    p_switching_uw 235.3 \
    ff_type "dfrtp_1" \
    seq_area_um2 400.4 \
    top_cell "dfrtp_1" \
    ys_sh_mux_pct 0 \
    ys_seq_share_pct 99.07 \
    ctsHoldBuffers 0 \
    warnings 26 \
    antenna_cells 0 \
    hold_class "in -> async" \
    vdd_drop_max_mv 0.4387 \
    nFillCells 465 \
    pre_cts_slack_ps -5.102 \
    reg_top3 "out (16)" \
    cts_tree "built" \
    core_area_um2 4414 \
    setup-tns-final_ps 0 \
    rsz0062_at_grt "false" \
    path_max_fanout 1 \
    fin_cells 108 \
    worstPathBufferInverterCount 1 \
]
what timing repair did:
item                                    in CTS  in global routing
resized                                     38                  9
endpoints found under the setup margin      16                  9
setup buffers                                0                  0
cell families (layout without fill, tap and decap cells):
kind of cell / count (synthesis) / in the layout
buffers and inverters: 1 / 40
flip-flops: 16 / 16
per-layer routing:
| layer | global-route usage, % | vias up | share of wire (%) |
|---|---|---|---|
| met5 | 0 | - | 0 |
| met4 | 0.5797 | 0 | 1.3 |
| met3 | 2.806 | 3 | 16 |
| met2 | 5.556 | 19 | 50 |
| met1 | 3.036 | 124 | 33 |
| li1 | - | 127 | - |
through the flow:
stage	utilization, %	power, mW
floorplan	-	0.7006
global placement	18.45	0.8469
detailed placement	18.45	0.8494
CTS	19.25	1.382
global route	18.23	1.405
finish	18.23	1.350
cell type report:
cell class / instances / share of cell area, %
Tap cell: 52 / 8.087
Sequential cell: 16 / 49.77
Timing Repair Buffer: 35 / 34.84
Inverter: 1 / 0.4666
Clock buffer: 4 / 6.843
worst max-delay path by stage:
stage / startpoint / endpoint / slack (ps)
finish: out[15]$_DFF_PP0_ / out[15] / 30
global route: out[3]$_DFF_PP0_ / out[3] / 1
CTS: out[0]$_DFF_PP0_ / out[0] / -20
power groups by stage:
stage	sequential [mW]	combinational (mW)	clock [mW]
6_report	0.688	0.115	0.547
5_1_grt	0.691	0.129	0.585
4_1_cts	0.689	0.130	0.563
layout by cell type (no fill, tap or decap), drive strengths merged:
master         synthesis  final
inv                    1      1
clkbuf                 0     13
buf                    0      6
clkdlybuf4s50          0     17
dfrtp                 16     16
clkdlybuf4s15          0      3
Power figures rest on the tool's default switching activity, not on a simulated workload.
