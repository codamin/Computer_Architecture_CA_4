$ cat flow/design.v
module ControllerUnit(zero, opcode,aluS, regDstS, aluSrcS, dataMemReadS, PCSrcS, dataMemWriteS, writeRegS, memToRegS);
  input zero;
  input[5:0] opcode;
  output reg[2:0] aluS;
  output reg writeRegS, memToRegS, dataMemWriteS, dataMemReadS, PCSrcS, aluSrcS, regDstS;
  parameter[5:0] NOP = 0, ADD = 1, SUB = 2, AND = 3, OR = 4, SLT = 5, LW = 6, SW = 7, JMP = 8, BEQ = 9, BNE = 10;
  parameter[2:0] add_ = 0, sub_ = 1, and_ = 2, or_ = 3, lt_ = 4;
  always@(opcode, zero) begin
    {writeRegS, memToRegS, dataMemWriteS, PCSrcS, aluS, aluSrcS, regDstS, dataMemReadS} = 10'b0;
    case(opcode)
    ADD: begin
      {writeRegS, regDstS} = 2'b11;
      aluS = add_;
    end
    SUB: begin
      {writeRegS, regDstS} = 2'b11;
      aluS = sub_;
    end
    AND: begin
      {writeRegS, regDstS} = 2'b11;
      aluS = and_;
    end
    OR: begin
      {writeRegS, regDstS} = 2'b11;
      aluS = or_;
    end
    SLT: begin
      {writeRegS, regDstS} = 2'b11;
      aluS = lt_;
    end
    LW: begin
      {writeRegS, aluSrcS, memToRegS, dataMemReadS} = 4'b1111;
      aluS = add_;
    end
    SW: begin
      {aluSrcS, dataMemWriteS} = 2'b11;
      aluS = add_;
    end
    BEQ: begin
      aluS = sub_;
    end
    BNE: begin
      aluS = sub_;
    end
    default: begin
      {writeRegS, memToRegS, dataMemWriteS, PCSrcS, aluS, aluSrcS, regDstS} = 9'b0;
    end
    endcase
  end
endmodule
$ cat flow/run.sh
#!/bin/bash
# OpenROAD 26Q1-2900-gdf79404cd8, Yosys 0.63+post, stock flow scripts
make -C /OpenROAD-flow-scripts/flow DESIGN_CONFIG=/design/flow/config.mk WORK_HOME=/design/flow/orfs finish
$ cat flow/config.mk
export PLATFORM = sky130hd
export DESIGN_NAME = ControllerUnit
export DESIGN_NICKNAME = ControllerUnit
export VERILOG_FILES = /design/flow/design.v
export SDC_FILE = /design/flow/constraint.sdc
export NUM_CORES = 4
export LEC_CHECK = 1
export CORE_AREA = 10 10 70 70
export DIE_AREA = 0 0 80 80
$ cat flow/constraint.sdc
current_design ControllerUnit

set clk_period 1.5
set clk_io_pct 0.2

create_clock -name clk0 -period $clk_period

set non_clock_inputs [all_inputs -no_clocks]
set_input_delay [expr $clk_period * $clk_io_pct] -clock clk0 $non_clock_inputs
set_output_delay [expr $clk_period * $clk_io_pct] -clock clk0 [all_outputs]
==> out/qor.yml <==
status: "finished, violations left"
violations: "negative setup slack"
drv_slew: 0
final_area_um2: 608
place.gp.congestion: 0.793
syn_area_um2: 213
placed_area_um2: 450
required_ns: 1.20
drc: 0
warnings: 40
chipHeight_um: 80
drtIter0Drc: 1
synth.distinct_cells: 14
instances_no_fill: 98
vias: 279
p_leak_nw: 0.280
setup_viol: 2
grt_setup_unrepaired: "true"
flops: 0
p_sw_share_pct: 38.2
cap_viol_max_count: 0
core-area_um2: 3420
overflow: 0
arrival_ns: 1.24
worstPathMaxFanout: 3
nClkBuffers: 0
min_path_type: "input pin to output pin"
whs_ns: 0.990
finalHoldViolations: 0
clkPwrFrac_pct: 0
fp.dieW_um: 80
initial_core_util_pct: 6.23
crit_path_end_kind: "output pin"
setup_slack_ns: -0.0393
dp_cells: 90
antenna_cells: 0
seqPwrFrac_pct: 0
rows: 21
ys_cells: 25
worst-setup-path-type: "input pin to output pin"
antenna_found_initial: 0
p_switching_mw: 0.0425
dp_hpwl_um: 692
yosysWarningCount: 1
regArea_um2: 0
crit_path_start: "opcode[3]"
syn_avg_cell_area_um2: 8.51
viasPerCell: 2.85
grt_use_total_pct: 2.68
ios: 17
drt-pass1-iter-count: 2
areaGrowthSynthToFinish_pct: 186
drive_above_1_share_pct: 84.6
finish.utilization_pct: 17.8
peakVddDrop_mv: 0.0513
postRouteAntennaNets: 0
p_per_area_nw_per_um2: 183
p_comb_share_pct: 100.0
cp-start-kind: "input pin"
max_freq_mhz: 650
chipArea_um2: 6400
yosys_area_um2: 213
fin_crit_sh_pct: 103
grt_start_max_net_pins: 6
cts_hold_buf: 0
netlist_instances: 25
first_global_vias: 278
endpoint: "writeRegS"
grt_pass1_wl_um: 1430
post-route-min-period_ns: 1.54
numPortBuffers: 15
ys_seq_share_pct: 0
p_int_mw: 0.0688
wl_per_cell_um: 10.4
wl_um: 1020
power_mw: 0.111
-- layer usage --
layer,global-route usage [%],wire length [um],share of wire [%],vias up
met4,0,0,0,0
met1,4.15,512,50,128
met3,1.82,170,17,0
li1,-,-,-,136
met2,2.97,336,33,15
met5,0,0,0,-
-- worst min path at each step --
stage,startpoint,cells after the start,to,slack [ns]
after global routing,opcode[1],4,aluSrcS,1.01
after CTS,opcode[2],4,writeRegS,0.99
final,opcode[1],4,aluSrcS,0.99
-- placed cells by master (no fill, tap or decap), drive strengths merged --
| cell | count |
|---|---|
| and2 | 4 |
| a211oi | 2 |
| conb | 1 |
| dlygate4sd2 | 2 |
| mux2i | 1 |
| ha | 6 |
| a22o | 1 |
| nor2b | 1 |
| clkbuf | 2 |
| nor3 | 1 |
| nor2 | 1 |
| nor4b | 1 |
| inv | 2 |
| buf | 25 |
| or3 | 1 |
| mux2 | 1 |
-- synth_stat cells --
| master | number | area (um2) |
|---|---|---|
| nor3_1 | 1 | 5.00 |
| inv_1 | 2 | 7.51 |
| ha_1 | 6 | 75.1 |
| nor2_1 | 1 | 3.75 |
| nor4b_2 | 1 | 15.0 |
| mux2_2 | 1 | 11.3 |
| a22o_1 | 1 | 8.76 |
| conb_1 | 1 | 3.75 |
| mux2i_1 | 1 | 10.0 |
| buf_4 | 2 | 15.0 |
| a211oi_1 | 2 | 15.0 |
| and2_1 | 4 | 25.0 |
| nor2b_1 | 1 | 6.26 |
| or3_4 | 1 | 11.3 |
-- power by group through the flow --
stage,Sequential [mW],Combinational [mW],Clock [mW]
4_1_cts,0,0.0914,0
5_1_grt,0,0.120,0
6_report,0,0.111,0
-- stage by stage --
stage / worst slack, ns / setup TNS, ns
floorplan: 0.183 / 0
global placement: -0.816 / -5.91
detailed placement: -0.829 / -5.96
CTS: -0.184 / -0.247
global route: -0.0762 / -0.157
finish: -0.0393 / -0.0616
-- cell families after synthesis --
group                      count (synthesis)  synth area share, %
and+or+nand+nor                            9                 31.2
adders and majority gates                  6                 35.3
buffers and inverters                      4                 10.6
AOI/OAI and AO/OA                          3                 11.2
muxes                                      2                 10.0
other                                      1                 1.76
-- layout make-up --
class | instances | area, um2
fill | 384 | 2810
multi-input combinational | 21 | 273
timing repair buffer | 29 | 265
tap | 46 | 57.6
inverter | 2 | 12.5
-- worst max-delay path, stage by stage --
cell and delay [ns]:
buf_8 0.10, or3_4 0.40, buf_6 0.13, a211oi_2 0.19, buf_2 0.12
-- repair_timing --
item,in CTS,in global routing
pin swaps,7,5
endpoints found under the setup margin,9,7
resized,74,15
buffers inserted,5,4
Power and IR drop assume default switching activity.
